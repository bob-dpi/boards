--- flow/run.sh ---
#!/bin/bash
# OpenROAD 26Q1-2900-gdf79404cd8, Yosys 0.63+post, stock flow scripts
make -C /OpenROAD-flow-scripts/flow DESIGN_CONFIG=/design/flow/config.mk WORK_HOME=/design/flow/orfs finish
--- flow/config.mk ---
export PLATFORM = sky130hd
export DESIGN_NAME = rpld
export DESIGN_NICKNAME = rpld
export VERILOG_FILES = /design/flow/design.v
export SDC_FILE = /design/flow/constraint.sdc
export NUM_CORES = 4
export LEC_CHECK = 1
export CORE_AREA = 10 10 103 103
export DIE_AREA = 0 0 113 113
--- flow/constraint.sdc ---
current_design rpld

set clk_period 1.9
set clk_io_pct 0.2

create_clock -name clk0 -period $clk_period [get_ports {CK50}]

set non_clock_inputs [all_inputs -no_clocks]
set_input_delay [expr $clk_period * $clk_io_pct] -clock clk0 $non_clock_inputs
set_output_delay [expr $clk_period * $clk_io_pct] -clock clk0 [all_outputs]
--- flow/design.v ---
module rpld(CK50, DONE, PROG_B, INIT_B, nRXF, RDWR_B, 
            nDONELED, CCLK, HSWAP, CSI_B, nRD, M21, PWR12, nPWREN, P5V);
input  CK50;       
input  DONE;       
inout  PROG_B;     
input  INIT_B;     
input  nRXF;       
output RDWR_B;     
output nDONELED;   
output  CCLK;      
output  HSWAP;     
output  CSI_B;     
output  nRD;       
output  M21;       
output  PWR12;
input   nPWREN;
input   P5V;
reg [7:0] clkdiv;  
reg mrxf1;         
reg mrxf2;         
reg [2:0] state;
reg lcclk;         
reg lnrd;          
reg lcsib;         
reg progb;         
reg initb;         
reg done;          
wire data_ready;   
assign data_ready = (mrxf1 == 0 && mrxf2 == 0);
initial begin  
  clkdiv    = 1;      
  mrxf1     = 1'b0; 
  mrxf2     = 1'b0; 
  initb     = 1'b1; 
  progb     = 1'b1; 
  done      = 1'b0; 
  state     = 3'b0;   
  lcclk     = 1'b0;
  lnrd      = 1'b0;
  lcsib     = 1'b1;
end 
always @(posedge CK50)
begin
  clkdiv <= clkdiv +1;
  if (clkdiv[0] == 0)
  begin
    progb   <= PROG_B;
    initb   <= INIT_B;
    mrxf1   <= nRXF;
    mrxf2   <= mrxf1;
    done    <= DONE;
    if (state == 0)
    begin               
      if (clkdiv == 0)
      begin
        state <= 1;
      end
    end
    else if (state == 1)
    begin               
      if (progb)
      begin
        state  <= 2;    
        lcclk  <= 0;
        lnrd   <= 0;
        lcsib  <= 1;
      end
    end
    else if (state == 2)
    begin               
      if (initb)
      begin
        state  <= 3;    
        lcclk  <= 0;
        lnrd   <= 1;
        lcsib  <= 0;
      end
    end
    else if (state == 3)
    begin               
      if (data_ready)
      begin
        state  <= 4;    
        lcclk  <= 0;
        lnrd   <= 0;
        lcsib  <= 0;
      end
      else if (done)
        state  <= 7;    
    end
    else if (state == 4)
    begin               
      state  <= 5;
      lcclk  <= 1;
      lnrd   <= 0;
      lcsib  <= 0;
    end
    else if (state == 5)
    begin               
      state  <= 6;      
      lcclk  <= 0;
      lnrd   <= 1;
      lcsib  <= 0;
    end
    else if (state == 6)
    begin               
      if (~data_ready)
      begin
        state  <= 3;
        lcclk  <= 0;
        lnrd   <= 1;
        lcsib  <= 0;
      end
      else if (done)
        state  <= 7;    
    end
    else if (state == 7)
    begin
      lcclk  <= 0;
      lnrd   <= 1;
      lcsib  <= 1;
    end
    if (~progb)    
    begin
      state  <= 0;      
      lcclk  <= 0;      
      lnrd   <= 0;      
      lcsib  <= 1;      
    end
  end
end
assign nDONELED = DONE || ~INIT_B ;
assign PWR12 = ~nPWREN;
assign RDWR_B  = (state == 7) ? CK50 : 0 ;
assign CCLK    = (state != 7) ? lcclk : clkdiv[2];
assign HSWAP   = 0;
assign CSI_B   = (state != 7) ? lcsib : 1'bz ;
assign nRD     = (state != 7) ? lnrd : 1'bz ;
assign M21     = (state != 7) ? 1 : clkdiv[1];
endmodule
==> impl_metrics.py <==
# Auto-generated metrics
metrics = {
    "outcome": {
        "status": "aborted with a tool error",
        "haltStage": "5_1_grt",
        "run.stop_error": "[ERROR RSZ-0074] Failed to build tree from global routes for pin 'PROG_B' and net 'PROG_B' at grid (3450, 51750): found route to 2 pins, expected 1",
    },
    "synthesis": {
        "syn_area_sq_um": 868,
        "synthesis.instances": 78,
        "synthAdderAreaFrac_pct": 2.88,
        "netlist_logic_family_top": "simple AND/OR/NAND/NOR gates",
        "yosys_warnings": 3,
        "synth_seq_share_pct": 56.5,
        "ys_sh_mux_pct": 1.30,
        "ys_cells": 78,
        "simple_gate_area_share_pct": 16.6,
        "ys_types": 32,
        "ys_ff": 19,
        "xor_area_share_pct": 6.05,
        "top_area_cell": "edfxtp_1",
        "ys_chip_area_sq_um": 868,
        "topCellsByArea": "edfxtp_1 38%, dfxtp_1 18%, xnor2_1 4.0%",
        "netlist.area_leader.share_pct": 38.0,
        "synth_area_per_cell_sq_um": 11.1,
        "aoi_share_pct": 10.8,
    },
    "die": {
        "rows": 33,
        "fp-utilization_pct": 10.5,
        "io_pins": 15,
        "dieHeight_um": 113,
        "die_x_um": 113,
    },
    "placement": {
        "hpwl_um": 1240,
        "portBuffers": 11,
        "place_area_sq_um": 1120,
        "gp_congestion": 0.820,
    },
    "global_route": {
        "grt_max_degree": 13,
    },
    "timing": {
        "untimed_endpoints": 1,
    },
}
logic make-up after synthesis:
logic type / count (synthesis)
AND-OR/OR-AND: 14
XOR/XNOR: 6
adder cells (fa/ha/maj): 2
buffers and inverters: 10
flip-flops: 19
multiplexers: 1
other: 1
AND/OR/NAND/NOR: 25
per-stage QoR:
step / hold slack, ns / total power (uW) / cells / setup WS [ns] / utilization (%)
after floorplan: 0.435 / 444 / 78 / 0.265 / -
after global placement: 0.457 / 461 / 195 / 0.0532 / 13.5
after detailed placement: 0.455 / 461 / 195 / 0.0532 / 13.5
after CTS: 0.115 / 892 / 204 / 0.00533 / 14.9
cell usage after synthesis:
| cell | count |
|---|---|
| edfxtp_1 | 11 |
| dfxtp_1 | 8 |
| inv_1 | 6 |
| nand2_1 | 5 |
| a21oi_1 | 4 |
| xnor2_1 | 4 |
| and3_1 | 3 |
| nand2b_1 | 3 |
| nand3_1 | 3 |
| o21ai_0 | 3 |
| a211oi_1 | 2 |
| buf_4 | 2 |
| ha_1 | 2 |
| nor2_1 | 2 |
| nor3_1 | 2 |
| xor2_1 | 2 |
| a31oi_1 | 1 |
| and2_2 | 1 |
| and4_1 | 1 |
| buf_2 | 1 |
| clkbuf_2 | 1 |
| conb_1 | 1 |
| mux2_2 | 1 |
| nand4_1 | 1 |
| nor4b_1 | 1 |
| o211ai_1 | 1 |
| o211ai_2 | 1 |
| o311a_1 | 1 |
| o31ai_1 | 1 |
| or2_2 | 1 |
| or2b_1 | 1 |
| or4b_1 | 1 |
timing repair:
action	CTS
hold buffers	0
pin swaps	1
setup buffers	2
gates cloned	0
setup endpoints to repair	5
resized	10
Power figures rest on the tool's default switching activity, not on a simulated workload.
